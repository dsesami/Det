$ cat design/flow/run.sh
#!/bin/bash
# OpenROAD 26Q1-2900-gdf79404cd8, Yosys 0.63+post, stock flow scripts
make -C /OpenROAD-flow-scripts/flow DESIGN_CONFIG=/design/flow/config.mk WORK_HOME=/design/flow/orfs finish
$ cat design/flow/constraint.sdc
current_design Det

set clk_period 20.5
set clk_io_pct 0.2

create_clock -name clk0 -period $clk_period [get_ports {clock}]

set non_clock_inputs [all_inputs -no_clocks]
set_input_delay [expr $clk_period * $clk_io_pct] -clock clk0 $non_clock_inputs
set_output_delay [expr $clk_period * $clk_io_pct] -clock clk0 [all_outputs]
$ cat design/flow/design.v
module Det (clock, reset,go,readAddress, writeAddress,
	    WE,readbus,writebus,overflow,finished);
	input clock;
	input reset; 
    	input go;
	input 	   [31:0] 	readbus;         
	output reg [31:0]	writebus;  	     
	output reg [6:0] 	readAddress; 	 
	output reg [6:0]	writeAddress; 	 
    	output reg WE;
    	output     overflow; 	 
    	output reg finished;	 
    reg [3:0] counter;   
    reg signed  [15:0] A, B, C;
    wire signed [31:0] BC, subtrahend, minuend, diff;
    reg signed  [31:0] FnMinusOne, FnMinusTwo;
    reg [3:0]  state, next_state;
    parameter WAIT          = 0;
    parameter ITERATE_A     = 1;
    parameter ITERATE_B    = 2;
    parameter WRITE_TO_SRAM = 3;
    parameter DONE          = 4;
    always@(posedge clock) begin
        if(!reset) state <= WAIT;
        else state <= next_state;
    end
    always@(posedge clock) begin
        case(state)
            WAIT: begin
                writebus    <= 0;
                writeAddress<= 14;
                readAddress <= 0;
                finished    <= 0;
                WE          <= 0;
                A           <= 0;
                B           <= 0;
                C           <= 0;
                FnMinusOne  <= 1;
                FnMinusTwo  <= 0;
                counter     <= 4'b1110;
                if(go) next_state <= ITERATE_B;
                else if(next_state <= ITERATE_B) next_state <= next_state;
                else next_state <= WAIT;
                if(finished) begin
                    if(go) next_state <= ITERATE_B;
                    else   next_state <= WAIT;
                end
            end
            ITERATE_A: begin
                writebus    <= writebus;
                finished    <= finished;
                WE          <= WE;
                next_state  <= ITERATE_B;
                readAddress <= readAddress + 1;
                if(next_state == ITERATE_B) begin
                    A           <= A;
                    B           <= readbus[31:16];
                    C           <= readbus[15:0];
                    FnMinusOne  <= diff;
                    FnMinusTwo  <= FnMinusOne;
                    counter     <= counter - 1;
                    if (!counter) begin 
                        next_state  <= WRITE_TO_SRAM;
                        writebus    <= diff;
                    end
                    else begin
                        next_state <= ITERATE_B;
                        writebus   <= writebus;
                    end
                end
                else begin
                    A           <= readbus[15:0];
                    B           <= B;
                    C           <= readbus[31:16];
                    FnMinusOne  <= FnMinusOne;
                    FnMinusTwo  <= FnMinusTwo;
                    counter     <= counter - 1;
                end
            end
            ITERATE_B: begin
                writebus    <= writebus;
                finished    <= finished;
                WE          <= WE;
                C           <= C;
                next_state  <= ITERATE_A;
                if(next_state == ITERATE_A) begin
                    readAddress <= readAddress + 1;
                    A           <= A;
                    B           <= readbus[15:0];
                    FnMinusOne  <= diff;
                    FnMinusTwo  <= FnMinusOne;
                    counter     <= counter - 1;
                end
                else begin
                    readAddress <= readAddress;
                    A           <= readbus[31:16];
                    B           <= B;
                    FnMinusOne  <= FnMinusOne;
                    FnMinusTwo  <= FnMinusTwo;
                    counter     <= counter;
                end
            end
            WRITE_TO_SRAM: begin
                WE  <= 1;
                next_state <= DONE;
            end
            DONE: begin
                WE <= 0;
                finished <= 1;
                next_state <= WAIT;
            end
        endcase
    end
    assign BC           = B * C;
    assign minuend      = FnMinusOne * A;
    assign subtrahend   = BC * FnMinusTwo;
    assign diff         = minuend - subtrahend;
    assign overflow     = 0;
endmodule
$ cat design/flow/config.mk
export PLATFORM = sky130hd
export DESIGN_NAME = Det
export DESIGN_NICKNAME = Det
export VERILOG_FILES = /design/flow/design.v
export SDC_FILE = /design/flow/constraint.sdc
export NUM_CORES = 4
export LEC_CHECK = 1
export CORE_UTILIZATION = 50
==> results_dict.tcl <==
# implementation run metrics
set metrics [dict create \
    type_of_element_launching_the_critical_path "register" \
    clock_insertion_delay_at_the_later_pin_of_the_skew_report_ps 460 \
    placementRows 108 \
    drt_first_iter_violations 1147 \
    postCtsHoldBufs 0 \
    die_boundary_width_um 298 \
    post-synth-top-count-cell "sky130_fd_sc_hd__inv_1" \
    cp_num_buf_inv 5 \
    fmax_mhz 67.0 \
    enable_flop_cells 160 \
    gp_routability_congestion 0.948 \
    io_buffer_count 75 \
    synth-area-yosys_um2 43700 \
    hold_violations 0 \
    ctsHtreeMaxLevel 4 \
    top_cell_area_share_pct 47.2 \
    ctsRootBufferMaster "sky130_fd_sc_hd__clkbuf_16" \
    outcome "complete, no violations" \
    detail_route.first_pass.iterations 5 \
    drive_above_1_share_pct 3.40 \
    drv.max_cap_violation_count 0 \
    synth_top_cell_by_area "sky130_fd_sc_hd__fa_1" \
    place_hpwl_um 90000 \
    tightestPinTransition_ps 880 \
    core_um2 86600 \
    yosysSeqAreaShare_pct 11.1 \
    synthDistinctLibCells 64 \
    timing.hold.worst_path_depth 1 \
    diodes 0 \
    setup_total_negative_slack_ps 0 \
    worst_path_dominant_cell_family "adder cells" \
    post-route-util_pct 53.6 \
    worst_setup_ep_type "register" \
    timing.rr.start "C[5]" \
    endpoint "writebus[31]" \
    worstReg2RegEnd "writebus[31]" \
    clock_skew_ps 15.7 \
    crit_fanout 16 \
    wl_um 109000 \
    synth_cells 4512 \
    grt.overflow.total 0 \
    setup-violations-final 0 \
    cp.depth 50 \
    routedWlPerCell_um 19.4 \
    relSlewSlack_pct 41.4 \
    die-area_um2 88600 \
    synth.avg_cell_area_um2 9.68 \
    min_path_type "register to register" \
    asyncSetResetFlopFracSynth_pct 0 \
    num_vias 28786 \
    cts.path.max_buffers 2 \
    chip_height_um 298 \
    area_leaders "sky130_fd_sc_hd__fa_1 (47%), sky130_fd_sc_hd__edfxtp_1 (11%), sky130_fd_sc_hd__inv_1 (9.2%)" \
    grt_pass1_wl_um 179000 \
    cts_tree "done" \
    cp.required_ps 20690 \
    number_of_warnings_the_tools_reported 26 \
    reg2reg_depth 50 \
    placement.cell_area_um2 45800 \
    antenna_violations_before_repair 2 \
    worst_path_largest_cell_delay_ps 830 \
    cts_setup_buffers 0 \
    grt_max_degree 53 \
    maxSlewViolCount 0 \
    area_growth_pct 6.19 \
    clock-sinks 163 \
    critPathKind "register to register" \
    minimum_setup_slack_among_reg_to_reg_paths_ps 5580 \
    cts_repair_resize_count 0 \
    floorplanUtilization_pct 50.4 \
    cts_inserted_buffers 17 \
    worstSetupStartpoint "C[5]" \
    dominantRegCellSynth "sky130_fd_sc_hd__edfxtp_1" \
    timing.hold.ws_ps 577 \
    cp_common_cell "sky130_fd_sc_hd__fa_1" \
    post-route-drc-count 0 \
    netlist_area_um2 43700 \
    final_cell_area_um2 46400 \
    yosys-stat-cells 4512 \
    path_clk_slew_ps 80 \
    grt_util_all_layers_pct 28.8 \
    finalCritPeriodShare_pct 72.8 \
    final.fill_count 7783 \
    yosys_register_bits 163 \
    grt_pass1_vias 31463 \
    post_synth_most_frequent_cells "sky130_fd_sc_hd__inv_1 (1065), sky130_fd_sc_hd__fa_1 (1031), sky130_fd_sc_hd__nand2_1 (639)" \
    synth.yosys.warnings 1 \
    detail_route.vias_per_cell 5.09 \
    critPathSlowestCell "sky130_fd_sc_hd__edfxtp_1" \
    setup_repair_after_global_routing_missed_its_margin "false" \
    ant_nets 0 \
    io_pins 84 \
    arrival_ps 15100 \
    period_minus_slack_ps 14920 \
]
-- worst reg2reg max path, delay by kind of cell, from the launching register on --
family | cells | cell delay, ps
buf+inv | 5 | 250
fa+ha+maj | 16 | 7820
xor+xnor | 16 | 3360
simple gates | 5 | 820
compound gates | 8 | 1590
flops | 1 | 830
-- sequential cells by signal (all words and copies together), names as in the netlist --
name,flops
A,16
counter,4
FnMinusOne,32
writebus,32
finished,1
FnMinusTwo,32
B,16
next_state,3
readAddress,7
state,3
C,16
WE,1
-- area by class of cell --
type | instances | area, um2 | share of cell area, %
clock buffers | 17 | 425 | 0.917
multi-input cells | 3078 | 34100 | 73.5
repair buffers | 161 | 1400 | 3.01
flip-flops and latches | 163 | 4860 | 10.5
well taps | 1155 | 1450 | 3.12
inverters | 1065 | 4000 | 8.62
clock inverters | 15 | 146 | 0.316
-- stage by stage --
| stage | setup slack, ps | instances |
|---|---|---|
| after floorplan | 6600 | 4518 |
| after global placement | 5740 | 5622 |
| after detailed placement | 5660 | 5622 |
| after CTS | 5610 | 5654 |
| after global routing | 4710 | 5654 |
| final | 5580 | 5654 |
-- placed cells by master, fill, tap and decap left out, types with 4 or more instances in the layout --
cell type / synthesis / final
sky130_fd_sc_hd__clkbuf_16: 0 / 17
sky130_fd_sc_hd__o211ai_1: 5 / 5
sky130_fd_sc_hd__fa_1: 1031 / 1031
sky130_fd_sc_hd__nand3_1: 12 / 12
sky130_fd_sc_hd__edfxtp_1: 160 / 160
sky130_fd_sc_hd__a22o_1: 33 / 33
sky130_fd_sc_hd__and3_1: 41 / 41
sky130_fd_sc_hd__xnor2_2: 3 / 8
sky130_fd_sc_hd__clkdlybuf4s50_1: 0 / 75
sky130_fd_sc_hd__nand2b_1: 32 / 32
sky130_fd_sc_hd__conb_1: 2 / 8
sky130_fd_sc_hd__a21oi_1: 54 / 53
sky130_fd_sc_hd__buf_4: 8 / 86
sky130_fd_sc_hd__and2_1: 533 / 533
sky130_fd_sc_hd__ha_1: 280 / 280
sky130_fd_sc_hd__nor2b_1: 29 / 29
sky130_fd_sc_hd__nand2_1: 639 / 638
sky130_fd_sc_hd__nor3_1: 10 / 9
sky130_fd_sc_hd__xor2_1: 27 / 26
sky130_fd_sc_hd__a31oi_1: 6 / 6
sky130_fd_sc_hd__a21oi_2: 3 / 4
sky130_fd_sc_hd__xnor2_1: 121 / 116
sky130_fd_sc_hd__xnor3_1: 5 / 5
sky130_fd_sc_hd__a21o_1: 27 / 27
sky130_fd_sc_hd__o21bai_1: 12 / 12
sky130_fd_sc_hd__o21ai_0: 9 / 9
sky130_fd_sc_hd__nor2_1: 98 / 96
sky130_fd_sc_hd__inv_6: 0 / 5
sky130_fd_sc_hd__inv_1: 1065 / 1065
sky130_fd_sc_hd__or2_2: 4 / 4
sky130_fd_sc_hd__o21a_1: 9 / 9
-- layer usage --
| layer | global-route usage (%) | vias up | wire [um] |
|---|---|---|---|
| met1 | 46.2 | 14602 | 46300 |
| met2 | 38.0 | 1081 | 45500 |
| li1 | - | 13047 | - |
| met5 | 0 | - | 13 |
| met3 | 17.6 | 54 | 16700 |
| met4 | 1.87 | 2 | 878 |
-- worst min-delay path by stage --
stage,start,end,slack [ps]
CTS,FnMinusOne[30],FnMinusTwo[30],580
global route,FnMinusOne[31],FnMinusTwo[31],610
finish,FnMinusOne[31],FnMinusTwo[31],580
-- kinds of logic after synthesis --
kind of cell / after synthesis / share of synthesized area [%]
AND/OR/NAND/NOR: 1415 / 16.0
XOR/XNOR: 157 / 3.40
other: 2 / 0.0172
adder cells (fa/ha/maj): 1311 / 55.3
buffers and inverters: 1277 / 11.1
flip-flops: 163 / 11.1
AND-OR/OR-AND: 187 / 3.10
